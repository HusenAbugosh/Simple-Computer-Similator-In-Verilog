==> flow/design.v <==
module CPU(clock,MemData,MemOut,rd,wr,PC,IR,MBR,AC,MAR ,SR);
input clock;                    
input signed [15:0]MemData;    
output reg signed [15:0]MemOut;       
output reg [10:0] PC,MAR;
output reg signed [15:0] IR,MBR,AC;     
output reg wr,rd;                      
output reg [3:0]SR;           
reg [2:0] state ;            
parameter Load = 4'b0001 , Store = 4'b0010 , Add = 4'b0011,Sub = 4'b0100 ,Mul = 4'b0101 , Div = 4'b0110 , Branch = 4'b0111 , BRZ = 4'b1000;
initial begin
PC = 0;
state =0;
rd = 1 ;
wr=0 ;
end
always@(posedge clock)begin
	case (state)        
	0:begin           
rd = 1 ; wr =0 ;      
MAR<=PC;              
state =1;           
  end 
1: begin           
rd = 1 ;           
wr = 0 ;
IR<= MemData ;      
PC<=PC+1;          
state=2;          
end 
2:begin 
if(IR[11] == 1)    
begin
MAR<=IR[10:0];      
end
state=3;          
end
3: begin 
state = 4;
if(IR[11] == 1)     
		 begin
   case (IR[15:12])
	   Load : MBR <=MemData ;
	   Add  : MBR <= MemData;
	   Sub  : MBR <= MemData;
	   Mul  : MBR <= MemData;
	   Div  : MBR <= MemData;
	   Store: 
	   begin MBR <= AC;    
	   rd = 0 ;
	   wr=1 ;
	   end   
	   Branch :         
	   begin
		 PC <= MAR;    
	   state <= 0;    
	   end
		 BRZ:
		 begin
		 if(SR[3] == 1'b1)    
		 begin
		  PC <= MAR;        
	   state = 0;           
		 end
		 end
	   endcase 
	   end 
		 else      
		 begin
		  case (IR[15:12])
	   Load : MBR <=IR[10:0] ;
	   Add : MBR <=IR[10:0] ;
	   Sub : MBR <=IR[10:0] ;
	   Mul : MBR <=IR[10:0] ;
	   Div : MBR <=IR[10:0] ;
	   Store : begin MBR <= AC; rd = 0 ; wr=1; end   
	   Branch :
		 begin
		 PC <= MAR;
	   state <= 0;
	   end
		 BRZ:
		 begin
		 if(SR[3] == 1'b1)
		 begin
		  PC <= MAR;
	   state <= 0;
		 end
		 end
	   endcase 
	   end  
		 end
 4:begin  
  if (IR[15:12]== 4'h1)begin
AC<=MBR;
state = 0;
end  
else if (IR[15:12]==4'h2)begin
MemOut<=MBR;
state = 0;
end
else if(IR[15:12]==4'h3)begin
AC<=AC+MBR;
state=0;
end     
else if(IR[15:12]==4'h4)begin
AC<=AC-MBR;
state=0;
 end 
 else if(IR[15:12]==4'h5)begin
AC<= AC*MBR;
state=0;
 end 
 else if(IR[15:12]==4'h6)begin
AC<=AC/MBR;
state=0;
 end 
	end
	 endcase
	 end
	 endmodule 
==> flow/run.sh <==
#!/bin/bash
# OpenROAD 26Q1-2900-gdf79404cd8, Yosys 0.63+post, stock flow scripts
make -C /OpenROAD-flow-scripts/flow DESIGN_CONFIG=/design/flow/config.mk WORK_HOME=/design/flow/orfs finish
==> flow/config.mk <==
export PLATFORM = sky130hd
export DESIGN_NAME = CPU
export DESIGN_NICKNAME = CPU
export VERILOG_FILES = /design/flow/design.v
export SDC_FILE = /design/flow/constraint.sdc
export NUM_CORES = 4
export LEC_CHECK = 1
export CORE_UTILIZATION = 30
==> flow/constraint.sdc <==
current_design CPU

set clk_period 45.6
set clk_io_pct 0.2

create_clock -name clk0 -period $clk_period [get_ports {clock}]

set non_clock_inputs [all_inputs -no_clocks]
set_input_delay [expr $clk_period * $clk_io_pct] -clock clk0 $non_clock_inputs
set_output_delay [expr $clk_period * $clk_io_pct] -clock clk0 [all_outputs]
==> deck_impl_summary.md <==
Physical Implementation Snapshot

Critical path
  • CP delay by family, top: AND-OR/OR-AND gates
  • CP max stage cell: nor3_2
  • CP Data Arrival Time: 35.94 ns
  • Max FO, Critical Path: 22
  • Crit path top cell by count: ha_1
  • Slowest stage delay, CP: 0.76 ns
  • Worst Setup Start Kind: flip-flop
  • R2R cell count: 133
  • Bufs and invs on worst path: 9
  • R2r endpoint: AC[10]$_DFFE_PP_
  • Critical Path RT: 45.70 ns
  • CP Class: reg2reg
  • Worst r2r src: MBR[1]$_DFFE_PP_
  • CP endpoint kind: flip-flop
  • R2R Setup Slk: 9.75 ns

Clocking
  • Insertion Delay late pin: 0.36 ns
  • Post-CTS setup buffer count: 0
  • Longest Clk Path Bufs: 2
  • Clk pin slew, worst setup/hold paths: 0.08 ns
  • CTS Buf Count: 9
  • Cts repair resizes: 0
  • CTS tree: built
  • CTS Sinks: 91
  • H-tree levels: 3
  • CTS hold repair buffers: 0
  • Clock root buffer: clkbuf_16

Yosys
  • Synth Flop Type: edfxtp_1
  • Number of cells in Yosys stat: 2,187
  • Post-synth seq share: 15.4%
  • Synth area leader: ha_1
  • Yosys top cell by instances: ha_1
  • Synth async-reset ratio: 0%
  • Post-Syn Area per Cell: 8.09 um2
  • Post-Syn Instances: 2,187
  • Synthesis Warnings: 5
  • Post-Syn Area: 17,700 um2
  • Top cell area share: 16.3%
  • Post-synth top cells: ha_1, nand2_1, inv_1
  • Yosys cell types: 99
  • YS chip area: 17,700 um2
  • Post-synth regs: 91
  • Top cells, area: ha_1, edfxtp_1, fa_1
  • Post-synth EDFFs: 91

Hold path
  • Hold EP: PC[1]$_DFFE_PP_
  • Hold wc startpoint: MAR[1]$_DFFE_PP_
  • Worst Hold Depth: 1
  • HP Class: reg2reg

Routing
  • Vias/cell: 5.46
  • DRT Pass-1 Iters: 7
  • Final ANT Viol Nets: 0
  • DR DRC count: 0
  • Vias: 16.6k
  • WL/cell: 20.7 um
  • ANT cells: 0
  • DRT Wirelength: 63,000 um
  • Initial drt markers: 1,267

Die
  • Die W: 245 um
  • Core Box Area: 58,000 um2
  • DIE AREA: 60,000 um2
  • Init Core Util: 30.5%
  • I/O pin count: 109
  • Std cell rows: 88
  • Die Height: 245 um

Placement
  • Pre-CTS WS: 10.38 ns
  • Dpl hpwl: 48,100 um
  • I/O Buffers: 104
  • Routability congestion estimate from global placement: 0.990

Power and ir drop
  • Leakage power figure: 0.00857 uW
  • Peak supply drop: 0.0709 mV
  • Power per cell area: 84.8 nW/um2

Global routing
  • First-pass GRT wire length: 97,500 um
  • Antenna violations before repair: 1
  • Vias in the first global route: 16.3k
  • GRT Util Overall: 21.7%
  • Remaining Overflow, GRT: 0
  • Largest net degree at the start of global routing: 40

Layout
  • Share of cells above drive strength 1: 7.77%
  • Syn-to-layout area delta: 14.0%
  • Post-Route Utilization: 34.8%
  • Fill cell count: 5,894

Timing
  • Least-Margin Pin Slew: 0.955 ns
  • Post-route minimum period: 35.85 ns
  • Setup ws final: 9.75 ns
  • Fin Clk Skew: 0.00890 ns
  • Unrepaired setup endpoints after global routing: false
  • Max-slew violations: 0
  • Slew HR: 36.0%
  • Setup TNS: 0 ns
  • Fin crit share: 78.6%
  • Endpoints failing hold: 0
  • Achievable frequency: 27.9 MHz
  • Final setup vio count: 0

Run
  • Max_cap viols: 0
  • Log Warnings: 41

Outcome
  • Status: complete, no violations
[area by class of cell]
class | count | area, um2 | share of cell area, %
sequential | 91 | 2730 | 13.5
inverter | 190 | 713 | 3.54
clock buffer | 9 | 225 | 1.12
multi-input combinational | 1810 | 13900 | 69.0
clock inverter | 7 | 91.3 | 0.453
tap | 765 | 957 | 4.75
timing repair buffer | 170 | 1540 | 7.62
[layout by cell type, fill, tap and decap left out, types with 13 or more instances in the layout]
cell type,instances
a211oi_1,23
a21o_1,43
a21oi_1,142
a31oi_1,18
and2_1,50
and3_1,13
buf_4,66
clkdlybuf4s50_1,104
edfxtp_1,91
fa_1,81
ha_1,231
inv_1,189
mux2_2,40
mux2i_1,22
nand2_1,213
nand2b_1,27
nand3_1,43
nor2_1,182
nor2b_1,20
nor3_1,58
o211ai_1,26
o21a_1,26
o21ai_0,106
o31ai_1,28
or2_2,15
or3_1,19
xnor2_1,129
xor2_1,47
[power by group]
group	internal (uW)	switching, uW	total (uW)
registers	136	25.3	162
clock network	44.2	37.7	81.9
logic	627	840	1470
total	808	903	1710
[stage by stage]
stage / power, uW / cell area [um2] / hold slack, ns / std cells
6_report: 1710 / 20200 / 0.612 / 3042
5_1_grt: 1880 / 20200 / 0.621 / 3042
4_1_cts: 1720 / 20200 / 0.622 / 3042
3_5_place_dp: 1630 / 19900 / 0.603 / 3026
3_3_place_gp: 1630 / 19900 / 0.595 / 3026
2_1_floorplan: 1220 / 17700 / 0.424 / 2190
[worst max-delay path by stage]
stage / start / to / slack [ns] / cells after the start
CTS: MBR[1]$_DFFE_PP_ / AC[10]$_DFFE_PP_ / 10.29 / 133
global route: MBR[0]$_DFFE_PP_ / AC[10]$_DFFE_PP_ / 6.87 / 133
finish: MBR[1]$_DFFE_PP_ / AC[10]$_DFFE_PP_ / 9.75 / 133
[flip-flops by register name (all words and copies together) (netlist names)]
name	count
MAR	11
AC	16
wr	1
PC	11
state	3
MBR	16
rd	1
MemOut	16
IR	16
[per-layer routing]
metal / track usage [%] / wire (um)
met1: 31.6 / 28300
met2: 33.5 / 27800
met3: 4.69 / 5080
met4: 4.89 / 1740
met5: 0 / 15
[cells by family (layout without fill, tap and decap cells)]
| family | count (synthesis) | after routing | synth area share, % |
|---|---|---|---|
| simple gates | 702 | 702 | 19.2 |
| compound gates | 551 | 551 | 20.9 |
| fa+ha+maj | 312 | 312 | 25.5 |
| buf+inv | 289 | 376 | 6.33 |
| xor+xnor | 178 | 178 | 8.81 |
| flops | 91 | 91 | 15.4 |
| mux | 63 | 63 | 3.87 |
| other cells | 1 | 4 | 0.0212 |
No activity file was given, so power comes from the tool's default toggle rates.
